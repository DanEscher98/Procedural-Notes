===== flow/config.mk =====
export PLATFORM = sky130hd
export DESIGN_NAME = caesar
export DESIGN_NICKNAME = caesar
export VERILOG_FILES = /design/flow/design.v
export SDC_FILE = /design/flow/constraint.sdc
export NUM_CORES = 4
export LEC_CHECK = 1
export CORE_AREA = 10 10 72 72
export DIE_AREA = 0 0 82 82

===== flow/constraint.sdc =====
current_design caesar

set clk_period 1.2
set clk_io_pct 0.2

create_clock -name clk0 -period $clk_period [get_ports {clk}]

set non_clock_inputs [all_inputs -no_clocks]
set_input_delay [expr $clk_period * $clk_io_pct] -clock clk0 $non_clock_inputs
set_output_delay [expr $clk_period * $clk_io_pct] -clock clk0 [all_outputs]

===== flow/design.v =====
module caesar (
  input wire clk,         
  input wire rst,         
  input wire [7:0] key,   
  input wire [7:0] data_in,   
  output reg [7:0] data_out   
);
  parameter OFFSET = 3;   
  reg [7:0] shifted_data;
  reg [7:0] encrypted_data;
  always @(posedge clk or posedge rst) begin
    if (rst) begin
      shifted_data <= 0;
      encrypted_data <= 0;
    end else begin
      shifted_data <= data_in + OFFSET;
      encrypted_data <= shifted_data ^ key;
    end
  end
  assign data_out = encrypted_data;
endmodule

===== flow/run.sh =====
#!/bin/bash
# OpenROAD 26Q1-2900-gdf79404cd8, Yosys 0.63+post, stock flow scripts
make -C /OpenROAD-flow-scripts/flow DESIGN_CONFIG=/design/flow/config.mk WORK_HOME=/design/flow/orfs finish

==> results_dict.tcl <==
# place-and-route summary
set metrics [dict create \
    status "finished clean" \
    number_of_global_route_vias_before_repair 494 \
    placed_area_um2 968 \
    worstSetupPathType "input pin to flip-flop" \
    clock_share_of_power 0.361 \
    timing.max_cap.violations 0 \
    rsz0062_at_grt "no" \
    net-switching-power_mw 0.240 \
    final_max_slew_viols 0 \
    mappedNetlistArea_um2 591 \
    async_reset_ff_frac 1.00 \
    comb_power_share 0.151 \
    clock-skew-final_ns 0.000812 \
    detail_route.drc_violations 0 \
    post-route-period-util 0.922 \
    postCtsSetupBuffers 0 \
    vdd.ir_drop.worst_mv 0.352 \
    cts_buffers 3 \
    number_of_antenna_violations_at_the_first_check_in_global_routing 0 \
    synthesis.yosys.warnings 2 \
    grt_first_pass_wirelength_um 2150 \
    dpl.hpwl_um 1060 \
    cell_area_power_density_mw_per_mm2 1240 \
    place_inst 125 \
    die_width_um 82 \
    finish.cell_count_without_fillers 129 \
    clock_tree_from_tritoncts "built" \
    floorplan.initialDensity 0.160 \
    synth.ff_latch_count 16 \
    cellLeakagePower_nw 0.464 \
    critical_path.endpoint_type "flip-flop" \
    worst_setup_endpoint "shifted_data[4]$_DFF_PP0_" \
    max_freq_ghz 0.904 \
    final_layout_size_suffix_gt1_frac 0.173 \
    synth.yosys.chip_area_um2 591 \
    maximum_number_of_pins_on_one_net_before_global_route_repair 17 \
    path_depth 5 \
    via_per_inst 3.18 \
    cp-start-kind "input pin" \
    hold_wc_path_type "input pin to asynchronous set/reset pin" \
    yosys-stat-cells 43 \
    power.share.sequential 0.488 \
    die_h_um 82 \
    grt_overflow 0 \
    synth_sequential_area_ratio 0.678 \
    timing.critical_path.cells "clkdlybuf4s50_1, inv_1, ha_2, nor2_1, xor2_1" \
    core_region_area_mm2 0.00369 \
    yosys.cell_count.top_type "sky130_fd_sc_hd__dfrtp_1" \
    synth_area_leader_cell "sky130_fd_sc_hd__dfrtp_1" \
    switching_share 0.190 \
    detail_route.iter0.violations 11 \
    floorplan.io_pins 26 \
    insertedDiodeCount 0 \
    power.internal_mw 1.02 \
    placement.io_buffers 25 \
    synthDistinctLibCells 10 \
    max_slew.worst_pin.slew_ns 0.214 \
    report.power.total_mw 1.26 \
    final_period_minus_worst_setup_slack_ns 1.11 \
    detail_route.wl_per_cell_um 9.60 \
    cts_max_level 1 \
    rr_endpoint "encrypted_data[5]$_DFF_PP0_" \
    slew-limit-headroom 0.857 \
    globalplace.congestion 0.746 \
    fin_tns_setup_ns 0 \
    yosys-top-cells-count "sky130_fd_sc_hd__dfrtp_1, sky130_fd_sc_hd__xor2_1, sky130_fd_sc_hd__inv_1, sky130_fd_sc_hd__nor2_1, sky130_fd_sc_hd__xnor2_1" \
    rrSetupSlack_ns 0.57 \
    netlist.area_leader.share 0.678 \
    path_max_fanout 3 \
    required_ns 1.36 \
    cts.sink_count 16 \
    antenna_left 0 \
    report.final.hold_viol_count 0 \
    clk-insertion-delay-late_ns 0.24 \
    firstDrtPassIters 4 \
    dominantRegCellSynth "sky130_fd_sc_hd__dfrtp_1" \
    placementRows 22 \
    syn_inst 43 \
    buffer_depth_of_the_longest_clock_path 2 \
    clock-root-buffer "sky130_fd_sc_hd__clkbuf_8" \
    path_buffers 2 \
    routed-via-count 410 \
    cpLargestDelayFamily "buffers and inverters" \
    critical-path-slowest-cell "sky130_fd_sc_hd__clkdlybuf4s50_1" \
    timing.critical_path.arrival_ns 1.26 \
    synthTopCellsByArea "sky130_fd_sc_hd__dfrtp_1, sky130_fd_sc_hd__xor2_1, sky130_fd_sc_hd__xnor2_1, sky130_fd_sc_hd__inv_1, sky130_fd_sc_hd__ha_1" \
    crit_path_max_incr_delay_ns 0.48 \
    clk_pin_slew_ns 0.06 \
    dieArea_mm2 0.00672 \
    r2r_cells 1 \
    drt_wl_total_um 1240 \
    setup_violations 0 \
    layout-area-overhead-vs-synth_pct 72.0 \
    warning_count 25 \
    count_of_flip_flops_with_a_built_in_enable_after_synthesis 0 \
    final_cell_area_mm2 0.00102 \
    syn_area_per_cell_um2 13.7 \
    globalRouteTotalUtil 0.0398 \
    crit_path_start "data_in[0]" \
    crit-reg2reg-launch "shifted_data[5]$_DFF_PP0_" \
    hold_ws_ns 0.304 \
    fillCellCount 404 \
]
[timing repair]
| action | in CTS | in global routing |
|---|---|---|
| pin swaps | 0 | 2 |
| endpoints found under the setup margin | 8 | 1 |
| gates resized | 8 | 1 |
| hold buffers | 0 | 0 |
[layout make-up]
type	instances	area (um^2)	share of cell area
inverter	4	15.0	0.0148
timing repair buffer	34	308	0.303
multi-input combinational	23	178	0.175
sequential	16	400	0.394
clock buffer	4	55.1	0.0542
tap	48	60.1	0.0591
[power by group through the flow]
| stage | combinational, mW | clock (mW) | sequential (mW) |
|---|---|---|---|
| CTS | 0.196 | 0.475 | 0.616 |
| global route | 0.216 | 0.503 | 0.622 |
| finish | 0.190 | 0.454 | 0.615 |
[worst min path at each step]
| stage | startpoint | end | slack [ns] | depth (start not counted) |
|---|---|---|---|---|
| after CTS | rst | encrypted_data[3]$_DFF_PP0_ | 0.31 | 3 |
| after global routing | rst | encrypted_data[3]$_DFF_PP0_ | 0.34 | 3 |
| final | rst | encrypted_data[4]$_DFF_PP0_ | 0.30 | 3 |
[registers in the layout, summed over array words and instances (netlist names)]
signal and cells:
encrypted_data 8, shifted_data 8
[cells by family after synthesis]
kind of cell             Yosys count  share of synthesized area
AND/OR/NAND/NOR                    5                     0.0360
buffers and inverters              4                     0.0254
flip-flops                        16                      0.678
XOR/XNOR                          14                      0.208
AND-OR/OR-AND                      3                     0.0318
adder cells (fa/ha/maj)            1                     0.0212
[layer usage]
metal | GRT usage | wire length, um | vias up
met2 | 0.0533 | 487 | 20
li1 | - | - | 210
met3 | 0.0209 | 187 | 2
met5 | 0 | 0 | -
met1 | 0.0529 | 530 | 178
met4 | 0.0153 | 34 | 0
[per-stage QoR]
stage                     setup WS (ns)  utilization
final                            0.0939        0.275
after global routing             0.0172        0.275
after CTS                        0.0286        0.275
after detailed placement         -0.228        0.263
after global placement           -0.155        0.263
after floorplan                   0.373            -
[layout by cell type (no fill, tap or decap), drive strengths merged]
cell / netlist / routed
buf: 0 / 9
clkbuf: 0 / 4
clkdlybuf4s50: 0 / 17
dfrtp: 16 / 16
dlygate4sd2: 0 / 8
ha: 1 / 1
inv: 4 / 4
nand2: 1 / 1
nand4: 1 / 1
nor2: 3 / 3
o2111ai: 1 / 1
o21ai: 2 / 2
xnor2: 3 / 3
xor2: 11 / 11
